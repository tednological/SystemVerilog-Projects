[run.sh]
#!/bin/bash
# OpenROAD 26Q1-2900-gdf79404cd8, Yosys 0.63+post, stock flow scripts
make -C /OpenROAD-flow-scripts/flow DESIGN_CONFIG=/design/flow/config.mk WORK_HOME=/design/flow/orfs finish
[config.mk]
export PLATFORM = sky130hd
export DESIGN_NAME = four_way_traffic_stop
export DESIGN_NICKNAME = four_way_traffic_stop
export VERILOG_FILES = /design/flow/design.v
export SDC_FILE = /design/flow/constraint.sdc
export NUM_CORES = 4
export LEC_CHECK = 1
export CORE_UTILIZATION = 50
[constraint.sdc]
current_design four_way_traffic_stop

set clk_period 13.8
set clk_io_pct 0.2

create_clock -name clk0 -period $clk_period [get_ports {clk}]

set non_clock_inputs [all_inputs -no_clocks]
set_input_delay [expr $clk_period * $clk_io_pct] -clock clk0 $non_clock_inputs
set_output_delay [expr $clk_period * $clk_io_pct] -clock clk0 [all_outputs]
[design.v]
module four_way_traffic_stop(
    input logic clk, reset, car_north, car_south, car_east, car_west,
    input logic car_north_left, car_south_left, car_east_left, car_west_left,
    output logic [1:0] light_north, light_south, light_east, light_west,
    output logic [1:0] left_north, left_south, left_east, left_west
);
    parameter integer FULL_TIME = 11;
    integer counter;
    logic N_start_cmd, E_start_cmd, S_start_cmd, W_start_cmd;
    logic NL_start_cmd, EL_start_cmd, SL_start_cmd, WL_start_cmd;
    logic NL_flash, EL_flash, SL_flash, WL_flash;
    traffic_light T_NORTH(clk, reset, N_start_cmd, light_north);
    traffic_light T_EAST(clk, reset, E_start_cmd,  light_east);
    traffic_light T_SOUTH(clk, reset, S_start_cmd, light_south);
    traffic_light T_WEST(clk, reset, W_start_cmd, light_west);
    left_traffic_light L_NORTH(clk, reset, NL_start_cmd, NL_flash, left_north);
    left_traffic_light L_EAST(clk, reset, NL_start_cmd, EL_flash, left_south);
    left_traffic_light L_SOUTH(clk, reset, NL_start_cmd, SL_flash, left_east);
    left_traffic_light L_WEST(clk, reset, NL_start_cmd, WL_flash, left_west);
    typedef enum logic [2:0]{
        NS_BOTH_GREEN = 3'b000,
        N_DOUBLE_GREEN = 3'b001,
        S_DOUBLE_GREEN = 3'b010,
        EW_BOTH_GREEN = 3'b011,
        E_DOUBLE_GREEN = 3'b100,
        W_DOUBLE_GREEN = 3'b101,
        NS_DOUBLE_LEFT = 3'b110,
        EW_DOUBLE_LEFT = 3'b111
    } state_t;
    state_t current_state, next_state; 
    always_ff @(posedge clk or posedge reset) begin 
        if (reset) begin
            current_state <= NS_BOTH_GREEN;
        end else begin
            current_state <= next_state;
        end
    end
    always_comb begin
        next_state = current_state;
        case(current_state)
            NS_BOTH_GREEN: begin
                if(counter == 0) begin
                    if(car_north_left && car_south_left) begin
                        next_state = NS_DOUBLE_LEFT;
                    end else if ((car_north_left && !car_south_left) && car_north) begin
                        next_state = N_DOUBLE_GREEN;
                    end else if (car_south_left && car_south) begin
                        next_state = S_DOUBLE_GREEN;
                    end else begin
                        next_state = EW_BOTH_GREEN;
                    end
                end
            end
            NS_DOUBLE_LEFT: begin
                if(counter == 0) begin
                    next_state = EW_BOTH_GREEN;
                end
            end
            N_DOUBLE_GREEN: begin
                if(counter == 0) begin
                    next_state = EW_BOTH_GREEN;
                end
            end
            S_DOUBLE_GREEN: begin
                if(counter == 0) begin
                    next_state = EW_BOTH_GREEN;
                end
            end
            EW_BOTH_GREEN: begin
                if(counter == 0) begin
                    if(car_east_left && car_west_left) begin
                        next_state = EW_DOUBLE_LEFT;
                    end else if ((car_east_left && !car_west_left) && car_east) begin
                        next_state = E_DOUBLE_GREEN;
                    end else if (car_west_left && car_west) begin
                        next_state = W_DOUBLE_GREEN;
                    end else begin
                        next_state = NS_BOTH_GREEN;
                    end
                end
            end
            EW_DOUBLE_LEFT: begin
                if(counter == 0) begin
                    next_state = NS_BOTH_GREEN;
                end
            end
            E_DOUBLE_GREEN: begin
                if(counter == 0) begin
                    next_state = NS_BOTH_GREEN;
                end
            end
            W_DOUBLE_GREEN: begin
                if(counter == 0) begin
                    next_state = NS_BOTH_GREEN;
                end
            end
        endcase
    end
    always_comb begin
    N_start_cmd  = 1'b0;
    E_start_cmd  = 1'b0;
    S_start_cmd  = 1'b0;
    W_start_cmd  = 1'b0;
    NL_start_cmd = 1'b0;
    EL_start_cmd = 1'b0;
    SL_start_cmd = 1'b0;
    WL_start_cmd = 1'b0;
    NL_flash = 1'b0;
    EL_flash = 1'b0;
    SL_flash = 1'b0;
    WL_flash = 1'b0;
    case (current_state)
        NS_BOTH_GREEN: begin
            N_start_cmd  = 1'b1; 
            S_start_cmd  = 1'b1; 
            NL_flash     = 1'b1; 
            SL_flash     = 1'b1; 
        end
        N_DOUBLE_GREEN: begin
            N_start_cmd  = 1'b1;
            NL_start_cmd = 1'b1;
        end
        S_DOUBLE_GREEN: begin
            S_start_cmd  = 1'b1;
            SL_start_cmd = 1'b1;
        end
        EW_BOTH_GREEN: begin
            E_start_cmd  = 1'b1;
            W_start_cmd  = 1'b1;
            EL_flash     = 1'b1; 
            WL_flash     = 1'b1; 
        end
        E_DOUBLE_GREEN: begin
            E_start_cmd  = 1'b1;
            EL_start_cmd = 1'b1;
        end
        W_DOUBLE_GREEN: begin
            W_start_cmd  = 1'b1;
            WL_start_cmd = 1'b1;
        end
        NS_DOUBLE_LEFT: begin
            NL_start_cmd = 1'b1;
            SL_start_cmd = 1'b1;
        end
        EW_DOUBLE_LEFT: begin
            EL_start_cmd = 1'b1;
            WL_start_cmd = 1'b1;
        end
        default: begin
            N_start_cmd  = 1'b0;
            E_start_cmd  = 1'b0;
            S_start_cmd  = 1'b0;
            W_start_cmd  = 1'b0;
            NL_start_cmd = 1'b0;
            EL_start_cmd = 1'b0;
            SL_start_cmd = 1'b0;
            WL_start_cmd = 1'b0;
            NL_flash = 1'b0;
            EL_flash = 1'b0;
            SL_flash = 1'b0;
            WL_flash = 1'b0;
        end
    endcase
end
    always_ff @(posedge clk) begin
        if (reset) begin
            counter <= FULL_TIME;
        end
        else begin
            if (current_state != next_state) begin
                counter <= FULL_TIME;
            end
            if (counter > 0)
                counter <= counter -1;
        end
    end
endmodule
module left_traffic_light(
    input logic clk, reset, start, flash,
    output logic [1:0] light_color
);
    parameter integer GREEN_TIME = 5;
    parameter integer YELLOW_TIME =2;
    parameter integer RED_TIME = 4;
    parameter integer FLASHING_YELLOW_TIME = 5;
    integer counter;
    typedef enum logic [1:0]{
        S_GREEN = 2'b00,
        S_YELLOW = 2'b01,
        S_RED = 2'b10,
        S_FLASHING_YELLOW = 2'b11
    } state_t;
    state_t current_state, next_state; 
    always_comb begin 
        next_state = current_state;
        case(current_state)
            S_GREEN: begin 
                if(counter == 0) begin
                    next_state = S_YELLOW;
                end
            end
            S_YELLOW: begin
                if (counter == 0) begin
                    next_state = S_RED;
                end
            end
            S_RED: begin 
                if (counter == 0) begin
                    if (!flash) begin
                        next_state = S_GREEN;
                    end else begin
                        next_state = S_FLASHING_YELLOW;
                    end
                end
            end
            S_FLASHING_YELLOW: begin
                if (counter == 0) begin
                    next_state = S_YELLOW;
                end
            end
            default: next_state = S_RED;
        endcase
    end
    always_ff @(posedge clk or posedge reset) begin
        if (reset) begin
            counter <= RED_TIME;
            current_state <= S_RED;
        end
        else begin
            if (current_state != next_state) begin
                case (next_state) 
                    S_GREEN: counter <= GREEN_TIME;
                    S_YELLOW: counter <= YELLOW_TIME;
                    S_RED: counter <= RED_TIME;
                    S_FLASHING_YELLOW: counter <= FLASHING_YELLOW_TIME;
                    default: counter <= GREEN_TIME;
                endcase
            end
            if (start) begin
            current_state <= next_state;
            if (counter > 0)
                counter <= counter - 1;
            end
        end
    end
    assign light_color = current_state;
endmodule
module traffic_light(
    input logic clk, reset, start,
    output logic [1:0] light_color
);
    parameter integer GREEN_TIME = 5;
    parameter integer YELLOW_TIME =2;
    parameter integer RED_TIME = 4;
    integer counter;
    typedef enum logic [1:0]{
        S_GREEN = 2'b00,
        S_YELLOW = 2'b01,
        S_RED = 2'b10
    } state_t;
    state_t current_state, next_state; 
    always_comb begin 
        next_state = current_state;
        case(current_state)
            S_GREEN: begin 
                if(counter == 0) begin
                    next_state = S_YELLOW;
                end
            end
            S_YELLOW: begin
                if (counter == 0) begin
                    next_state = S_RED;
                end
            end
            S_RED: begin 
                if (counter == 0) begin
                    next_state = S_GREEN;
                end
            end
            default: next_state = S_GREEN;
        endcase
    end
    always_ff @(posedge clk or posedge reset) begin
        if (reset) begin
            counter <= RED_TIME;
            current_state <= S_RED;
        end
        else begin
            if (current_state != next_state) begin
                case (next_state) 
                    S_GREEN: counter <= GREEN_TIME;
                    S_YELLOW: counter <= YELLOW_TIME;
                    S_RED: counter <= RED_TIME;
                    default: counter <= GREEN_TIME;
                endcase
            end
            if (start) begin
            current_state <= next_state;
            if (counter > 0)
                counter <= counter - 1;
            end
        end
    end
    assign light_color = current_state;
endmodule
==> results.ini <==
[logic_synthesis]
ys_chip_area_sq_um=17400
ys_warn_count=3
yosysUniqueCellTypes=87
yosys_cells=1990
synth_top_area_share=0.373
ys_ff=307
postSynthSeqShare=0.434
syn-cell-area_sq_um=17400
syn_avg_cell_area_sq_um=8.73
async_reset_ff_frac=0.896
area_leaders=dfrtp_1 (37%), nor2_1 (4.4%), o21ai_0 (4.2%)
syn_inst=1990
yosysTopAreaCell=dfrtp_1
edf_count=0
flop_cell=dfrtp_1

[timing]
setup_viol=0
hold_viol=0
worst_slew_pin_slew_ns=0.845
drv_slew=0
rsz0062_at_grt=false
max_freq_mhz=224
fin_skew_ns=0.0118
fin_crit_ns=4.47
period_used_share=0.324
relSlewSlack=0.436
setup_tns_ns=0

[floorplanning]
core_sq_um=33900
rows=67
dieArea_sq_um=35500
die_h_microns=188
io-pin-count=26
die_w_microns=188
fp-utilization=0.513

[clock_tree]
cts_made_buffers=36
cts_resized=0
clock_sinks=307
postCtsSetupBuffers=0
insertion_delay_ns=0.52
htree_levels=2
holdBufCountCts=0
clk_pin_slew_ns=0.06
clockBufferDepth=3
ctsRootBufferMaster=clkbuf_16
tritoncts=done

[detailed_routing]
wl_mm=40.2
first_pass_iters=7
viasPerCell=6.17
ant_nets=0
antenna-diode-count=0
drc_errors=0
wl_per_cell_microns=16.3
vias=15200
drt_iter0_markers=926

[cells_and_area]
lay_top_count=dfrtp_1
n_fill_cell=2932
post-route-cell-area_sq_um=19300
lay_top_cells=dfrtp_1 (259), nor2_1 (205), nand2_1 (162)
area_delta_synth_final_pct=11.1
drive_above_1_share=0.0751

[power]
switchingPower_mw=1.43
switching_share=0.389
clkPwrFrac=0.275
cellInternalPower_mw=2.25
vdd.ir_drop.worst_mv=0.117
pwr-share-comb=0.370
power_mw=3.67
seq_power_share=0.355
power_leakage_nw=8.23
power.density_nw_per_um2=190

[worst_hold_path]
worstHoldPathType=flip-flop to flip-flop

[flow_run]
tool_warnings=30
cap_violations=0

[critical_path]
worstPathMaxFanout=11
path_delay_family=flip-flops
crit_chain=clkdlybuf4s50_1
worstSetupEndpointType=output pin
required_ns=11.04
worstPathArrival_ns=1.71
slowest_stage=dfstp_2
path_buffers=1
path_class=flip-flop to output pin
crit_path_start_kind=flip-flop
cpPeakStageDelay_ns=0.63

[placed_design]
place_congestion=0.829
portBuffers=25
placed_cell_area_sq_um=18100
dp_hpwl_mm=26.0

[grt]
grt_max_degree=73
grt_pass1_vias=13900
antenna_found_initial=0
overflow=0
grtUsageTotal=0.238
grt_pass1_wl_mm=68.8

[status]
outcome=complete, no violations

## cells in the mapped netlist (12+ instances only)
| library cell | number |
|---|---|
| dfstp_2 | 16 |
| ha_1 | 26 |
| xnor2_1 | 13 |
| a21o_1 | 13 |
| dfxtp_1 | 32 |
| nor4_1 | 59 |
| or3_1 | 65 |
| buf_2 | 14 |
| inv_1 | 50 |
| o31ai_1 | 41 |
| o21ai_0 | 146 |
| mux2i_1 | 38 |
| xor2_1 | 15 |
| nand2b_1 | 12 |
| or4_1 | 46 |
| or2_2 | 14 |
| o41ai_1 | 26 |
| nor3_1 | 103 |
| clkbuf_1 | 82 |
| nand4_1 | 24 |
| nor2b_1 | 18 |
| nand3_1 | 75 |
| and3_1 | 18 |
| nand2_1 | 162 |
| a311oi_1 | 17 |
| dfrtp_1 | 259 |
| a21oi_1 | 116 |
| o311ai_0 | 13 |
| o211ai_1 | 26 |
| o22ai_1 | 17 |
| nor2_1 | 206 |
| a31oi_1 | 44 |
## cells by family after synthesis
kind of cell	count (synthesis)	share of synthesized area
flip-flops	307	0.434
AND/OR/NAND/NOR	862	0.256
adder cells (fa/ha/maj)	26	0.0187
AND-OR/OR-AND	576	0.219
multiplexers	40	0.0232
XOR/XNOR	28	0.0141
buffers and inverters	151	0.0345
## cell type report
| cell class | instances | area [sq um] | area share |
|---|---|---|---|
| multi-input cells | 1532 | 9270 | 0.480 |
| flip-flops and latches | 307 | 7540 | 0.390 |
| clock buffers | 51 | 1060 | 0.0548 |
| well taps | 448 | 561 | 0.0290 |
| repair buffers | 57 | 490 | 0.0254 |
| clock inverters | 14 | 205 | 0.0106 |
| inverters | 50 | 195 | 0.0101 |
## path summary, 6_finish.rpt
kind,cells past startpoint,from,slack (ns),endpoint
max reg2reg,5,current_state[1]$_DFF_PP0_,10.15,T_EAST.counter[18]$_DFF_PP0_
max,1,T_SOUTH.current_state[1]$_DFFE_PP1P_,9.33,light_south[1]
min,1,L_NORTH.counter[23]$_DFF_PP0_,0.47,L_NORTH.counter[23]$_DFF_PP0_
min in group asynchronous,3,reset,2.88,L_NORTH.counter[12]$_DFF_PP0_
min reg2reg,1,L_NORTH.counter[23]$_DFF_PP0_,0.47,L_NORTH.counter[23]$_DFF_PP0_
max in group asynchronous,4,reset,9.81,L_EAST.counter[31]$_DFF_PP0_
## per-layer routing
metal,global-route usage,part of all wire,routed length [microns],up-vias
met5,0,0,0,-
met4,0.0385,0.017,685,0
met3,0.0329,0.039,1580,51
met2,0.353,0.44,17700,268
met1,0.396,0.50,20300,7278
li1,-,-,-,7569
## per-stage QoR
step	setup slack, ns	std cells	utilization	hold slack (ns)
floorplan	3.26	1990	-	0.440
global placement	8.90	2394	0.533	0.451
detailed placement	8.90	2394	0.533	0.460
CTS	9.31	2459	0.570	0.468
global route	9.26	2459	0.570	0.491
finish	9.33	2459	0.570	0.469
## power by group through the flow
stage / Clock [mW] / Combinational [mW] / Sequential (mW)
after CTS: 1.04 / 1.36 / 1.30
after global routing: 1.07 / 1.54 / 1.34
final: 1.01 / 1.36 / 1.30
## worst reg2reg max path: stages (launching register included)
cell and delay, ns:
dfrtp_1 0.81, nand3b_1 0.72, a21oi_1 0.91, nand2_1 0.52
nor4_1 0.39, mux2i_1 0.22
Power figures rest on the tool's default switching activity, not on a simulated workload.
